--- ./config.mk ---
export PLATFORM = sky130hd
export DESIGN_NAME = top_conv
export DESIGN_NICKNAME = top_conv
export VERILOG_FILES = /design/flow/design.v
export SDC_FILE = /design/flow/constraint.sdc
export NUM_CORES = 4
export LEC_CHECK = 1
export CORE_UTILIZATION = 30
--- ./constraint.sdc ---
current_design top_conv

set clk_period 14.8
set clk_io_pct 0.2

create_clock -name clk0 -period $clk_period [get_ports {iCLK}]

set non_clock_inputs [all_inputs -no_clocks]
set_input_delay [expr $clk_period * $clk_io_pct] -clock clk0 $non_clock_inputs
set_output_delay [expr $clk_period * $clk_io_pct] -clock clk0 [all_outputs]
--- ./design.v ---
module ctrl
#(parameter IN_COL_SIZE = 32, K_SIZE = 5, STRIDE = 1)
(
    input iCLK,
    input iRSTn,
    input iValid,
    output pre_ovalid
);
reg  buff_ivalid;
reg [4:0] i;
reg [4:0] j;
assign pre_ovalid = !buff_ivalid ? 1'b0 : i>(IN_COL_SIZE-K_SIZE) || j>(IN_COL_SIZE-K_SIZE) ? 1'b00 : (i==5'b0 || i%STRIDE==1'b0) && (j==5'b0 || j%STRIDE==1'b0) ? 1'b1 : 1'b0;
always@(posedge iCLK, negedge iRSTn) begin
    if (!iRSTn) begin
        buff_ivalid <= 0;
    end
    else 
        buff_ivalid <= iValid;
end
always@(posedge iCLK, negedge iRSTn) begin
    if (!iRSTn) begin
        i <= 0;
    end
    else if (buff_ivalid) begin
        if (j==IN_COL_SIZE-1)
            i <= i + 1;
        else if (j==IN_COL_SIZE-1 && i==IN_COL_SIZE-1)
            i <= 0;
    end
end
always@(posedge iCLK, negedge iRSTn) begin
    if (!iRSTn) begin
        j <= 0;
    end
    else if (buff_ivalid) begin
        if (j==IN_COL_SIZE-1)
            j <= 0;
        else
            j <= j + 1;
    end
end
endmodule
module delay
#(parameter DELAY_NB = 27, BW1 = 16)
(
    input                 iCLK,
    input                 iRSTn,
    input       [BW1-1:0] iData,
    output      [BW1-1:0] oData
);
reg [BW1-1:0] oData_[0:DELAY_NB-1];
assign oData = oData_[DELAY_NB-1];
genvar i;
generate
    for(i=0; i<DELAY_NB; i=i+1) begin :_u
		  if(i==0) begin
			always@(posedge iCLK, negedge iRSTn) begin
					if(!iRSTn)
						oData_[i] <= 0;
					else
						oData_[i] <= iData;
			end
		  end
		  else begin
			always@(posedge iCLK, negedge iRSTn) begin
					if(!iRSTn)
						oData_[i] <= 0;
					else
						oData_[i] <= oData_[i-1];
			end
        end
	end
endgenerate
endmodule
module filter
#(parameter K_SIZE = 25, K_ROW = 1, BW1 = 16, BW2 = 19)
(
    input                   iCLK,
    input                   iRSTn,
    input  signed [7:0]     iX,
    input  signed [(8*K_SIZE)-1:0] kernel,
    input  signed [BW1-1:0] iPsum,
    output signed [BW2-1:0] oPsum
);
wire signed [BW1-1:0] tmp_sum; 
wire signed [BW1:0] tmp_sum1;
wire signed [BW1:0] tmp_sum2; 
wire signed [BW1+1:0] tmp_sum3;
pe#(BW1,BW1)     pe_1(iCLK, iRSTn, iX, kernel[7+40*(K_ROW-1):40*(K_ROW-1)], iPsum, tmp_sum);
pe#(BW1,BW1+1)   pe_2(iCLK, iRSTn, iX, kernel[15+40*(K_ROW-1):8+40*(K_ROW-1)], tmp_sum, tmp_sum1);
pe#(BW1+1,BW1+1) pe_3(iCLK, iRSTn, iX, kernel[23+40*(K_ROW-1):16+40*(K_ROW-1)], tmp_sum1, tmp_sum2);
pe#(BW1+1,BW1+2) pe_4(iCLK, iRSTn, iX, kernel[31+40*(K_ROW-1):24+40*(K_ROW-1)], tmp_sum2, tmp_sum3);
pe#(BW1+2,BW2)   pe_5(iCLK, iRSTn, iX, kernel[39+40*(K_ROW-1):32+40*(K_ROW-1)], tmp_sum3, oPsum);
endmodule
module in_data
#(parameter K_SIZE = 25)
(
    input                              iCLK,
    input                              iRSTn,
    input      signed [7:0]            iX,
    input      signed [7:0]            iW,
    input             [4:0]            iADDR,
    input                              iWren,
    input                              iValid,
    output reg signed [7:0]            buff_x,
    output reg signed [8*K_SIZE-1:0] kernel
);
always@(posedge iCLK, negedge iRSTn) begin
    if(!iRSTn)
        buff_x <= 0;
    else begin
        if(iValid)
            buff_x <= iX;
    end
end
always@(posedge iCLK, negedge iRSTn) begin
    if(!iRSTn)
        kernel <= 0;
    else begin
        if(iWren) begin
            case(iADDR)
            0 : kernel[7:0] <= iW;
            1 : kernel[15:8] <= iW;
            2 : kernel[23:16] <= iW;
            3 : kernel[31:24] <= iW;
            4 : kernel[39:32] <= iW;
            5 : kernel[47:40] <= iW;
            6 : kernel[55:48] <= iW;
            7 : kernel[63:56] <= iW;
            8 : kernel[71:64] <= iW;
            9 : kernel[79:72] <= iW;
            10: kernel[87:80] <= iW;
            11: kernel[95:88] <= iW;
            12: kernel[103:96] <= iW;
            13: kernel[111:104] <= iW;
            14: kernel[119:112] <= iW;
            15: kernel[127:120] <= iW;
            16: kernel[135:128] <= iW;
            17: kernel[143:136] <= iW;
            18: kernel[151:144] <= iW;
            19: kernel[159:152] <= iW;
            20: kernel[167:160] <= iW;
            21: kernel[175:168] <= iW;
            22: kernel[183:176] <= iW;
            23: kernel[191:184] <= iW;
            24: kernel[199:192] <= iW;
            default : kernel <= kernel;
            endcase
        end
    end
end
endmodule
module pe
#(parameter BW1 = 16, BW2 = 16)
(
    input                       iCLK,
    input                       iRSTn,
    input      signed [7:0]     iX,
    input      signed [7:0]     iW,
    input      signed [BW1-1:0] iPsum,
    output reg signed [BW2-1:0] oPsum
);
always@(posedge iCLK, negedge iRSTn) begin
    if (!iRSTn) begin
        oPsum <= 0;
    end
    else begin
         oPsum <= iPsum + iX * iW;
    end   
end
endmodule
module sat
#(parameter OVER_BW1 = 19, SAT_BW2 = 16)
(
    input      signed [OVER_BW1-1:0] iData,
    output reg signed [SAT_BW2-1:0]  oData
);
always@(*) begin
    if (iData > 2**(SAT_BW2-1)-1)
        oData = 2**(SAT_BW2-1)-1;
    else if (iData < -2**(SAT_BW2-1))
        oData = -2**(SAT_BW2-1);
    else
        oData = iData;
end
endmodule
module top_conv
#(parameter K_SIZE = 25, BW1 = 16, BW2 = 19)
(
    input              iCLK,
    input              iRSTn,
    input signed [7:0] iX,
    input signed [7:0] iW,
    input        [4:0] iADDR,
    input              iWren,
    input              iValid,
    output signed [15:0] oY,
    output oValid
);
localparam DELAY_NB1 = 27,
           DELAY_NB2 = 133;
wire signed [7:0] buff_x;
wire signed [8*K_SIZE-1:0] kernel;
wire signed [5*BW2-1:0] oPsum;
wire signed [5*BW1-1:0] sat_oPsum;
wire signed [5*BW1-1:0] finaloPsum;
wire signed pre_ovalid;
in_data#(K_SIZE) in_data(iCLK, iRSTn, iX, iW, iADDR, iWren, iValid, buff_x, kernel);
filter#(K_SIZE, 1, BW1, BW2) filter1(iCLK, iRSTn, buff_x, kernel, 0, oPsum[BW2-1:0]);
sat#(BW2, BW1) sat1(oPsum[BW2-1:0], sat_oPsum[BW1-1:0]);
delay#(DELAY_NB1, BW1) delay1(iCLK, iRSTn, sat_oPsum[BW1-1:0], finaloPsum[BW1-1:0]);
filter#(K_SIZE, 2, BW1, BW2) filter2(iCLK, iRSTn, buff_x, kernel, finaloPsum[BW1-1:0], oPsum[2*BW2-1:BW2]);
sat#(BW2, BW1) sat2(oPsum[2*BW2-1:BW2], sat_oPsum[2*BW1-1:BW1]);
delay#(DELAY_NB1, BW1) delay2(iCLK, iRSTn, sat_oPsum[2*BW1-1:BW1], finaloPsum[2*BW1-1:BW1]);
filter#(K_SIZE, 3, BW1, BW2) filter3(iCLK, iRSTn, buff_x, kernel, finaloPsum[2*BW1-1:BW1], oPsum[3*BW2-1:2*BW2]);
sat#(BW2, BW1) sat3(oPsum[3*BW2-1:2*BW2], sat_oPsum[3*BW1-1:2*BW1]);
delay#(DELAY_NB1, BW1) delay3(iCLK, iRSTn, sat_oPsum[3*BW1-1:2*BW1], finaloPsum[3*BW1-1:2*BW1]);
filter#(K_SIZE, 4, BW1, BW2) filter4(iCLK, iRSTn, buff_x, kernel, finaloPsum[3*BW1-1:2*BW1], oPsum[4*BW2-1:3*BW2]);
sat#(BW2, BW1) sat4(oPsum[4*BW2-1:3*BW2], sat_oPsum[4*BW1-1:3*BW1]);
delay#(DELAY_NB1, BW1) delay4(iCLK, iRSTn, sat_oPsum[4*BW1-1:3*BW1], finaloPsum[4*BW1-1:3*BW1]);
filter#(K_SIZE, 5, BW1, BW2) filter5(iCLK, iRSTn, buff_x, kernel, finaloPsum[4*BW1-1:3*BW1], oPsum[5*BW2-1:4*BW2]);
sat#(BW2, BW1) sat5(oPsum[5*BW2-1:4*BW2], oY);
ctrl#(32, 5, 1) ctrl(iCLK, iRSTn, iValid, pre_ovalid);
delay#(DELAY_NB2, 1) delay_ctrl2(iCLK, iRSTn, pre_ovalid, oValid);
endmodule
--- ./run.sh ---
#!/bin/bash
# OpenROAD 26Q1-2900-gdf79404cd8, Yosys 0.63+post, stock flow scripts
make -C /OpenROAD-flow-scripts/flow DESIGN_CONFIG=/design/flow/config.mk WORK_HOME=/design/flow/orfs finish
==> results.cfg <==
; generated from flow reports
[setup_path]
critPathLaunchType = register
r2r-start = in_data.buff_x[7]
crit_slowest_cell = dfrtp_4
critPathRequiredTime_ns = 15.56
cp-startpoint = in_data.buff_x[7]
cp.buffers_inverters = 5
cp_max_fo = 78
crit_path_frequent_cell = fa_1
reg2reg_depth = 19
worstSetupPathDepth = 19
cp.arrival_ns = 8.29
ff2ff_setup_slack_ns = 7.28
rr_endpoint = filter1.pe_2.oPsum[16]
max_stage_delay_ns = 0.76
setup.worst_path.end_class = register
path_class = register to register
crit_family = adder cells
endpoint = filter1.pe_2.oPsum[16]
worstPathCellList = buf_12, buf_4, buf_4, and2_1, inv_1, fa_1, inv_1, fa_1, fa_1, fa_1, fa_1, ha_1, o21a_1, o31a_1, o211ai_1, a21oi_1, a2111oi_2, a21oi_1, xnor2_1

[timing]
worst_slew_pin_slew_ns = 0.891
fin_skew_ns = 0.100
tns_ns = 0
hold_viol = 0
setup_viol = 0
fmax_mhz = 133
period_used_pct = 50.8
rsz0062_at_grt = no
max-slew-margin-rel_pct = 40.4
maxSlewViolCount = 0
fin_crit_ns = 7.52

[synth]
top_cell_area_share_pct = 43.6
synth_stat.cells = 11300
topCellsByArea = dfrtp_1, fa_1, ha_1, inv_1, and2_1
synth_cells = 11300
yosysUniqueCellTypes = 70
syn-mean-instance-area_sq_um = 12.7
synthArstFlopShare_pct = 100
ys_ff = 2515
ys_sh_xor_pct = 2.64
mux_share_pct = 1.62
yosys_area_sq_um = 144000
ys_seq_share_pct = 43.6
synth-main-ff-cell = dfrtp_1
logic_family = adder cells
edf_count = 0
compound_area_share_pct = 3.10
ys_sh_simple_pct = 7.48
adder_share_pct = 35.3
netlist_area_sq_um = 144000
yosysTopAreaCell = dfrtp_1
yosysWarnings = 12

[clocking]
cts_buffers = 269
post_cts_resized = 0
clkLatencyLatePin_ns = 0.90
cts.clk_slew.worst_paths_ns = 0.06
cts_tree = built
cts_buffer_depth = 4
htreeDepth = 5
clkSinkCount = 2515
cts_setup_buffers = 0
hold_buffers = 0
clock-root-buffer = clkbuf_16

[run]
warnings = 90
maxCapViolations = 0

[route]
drt-pass1-iter-count = 8
via_count = 74900
drc_errors = 0
avgViaCountPerCell = 4.14
post_drt_wl_per_cell_microns = 15.4
drt_iter0_drc = 2990
antenna_left = 0
routed_wl_mm = 279

[run_status]
status = completed

[cells_and_area]
final_common_cell = dfrtp_1
syn2layout_area_growth_pct = 12.0
mostFrequentLayoutCells = dfrtp_1, inv_1, fa_1, ha_1, and2_1
drive_above_1_share_pct = 6.81
fillers = 46200
final_area_sq_um = 162000

[hold_path]
hold_depth = 0
hold_start = delay2.oData_[16][0]
hold_class = register to register

[placement]
io_buffers = 41
dp_hpwl_mm = 202
gp_congestion = 0.884
place_area_sq_um = 153000

[floorplanning]
rows = 254
ioPinCount = 42
dieArea_sq_um = 484000
die_h_microns = 696
core_area_sq_um = 479000
fp_util_pct = 30.2
die_w_microns = 696

[global_routing]
grt_pass1_vias = 83700
antenna_found_initial = 13
grt_overflow = 0
grtUsageTotal_pct = 12.8
grt_max_degree = 141
grt_pass1_wl_mm = 466
## stage by stage
| stage | instances | setup WS (ns) | hold slack (ns) | utilization (%) |
|---|---|---|---|---|
| floorplan | 11300 | 9.05 | 0.331 | - |
| global placement | 17600 | 7.29 | 0.331 | 31.9 |
| detailed placement | 17600 | 7.34 | 0.335 | 31.9 |
| CTS | 18100 | 7.26 | 0.257 | 33.8 |
| global route | 18100 | 6.76 | 0.250 | 33.8 |
| finish | 18100 | 7.28 | 0.256 | 33.8 |
## synth_stat cells (61+ instances only)
master and instances:
a21oi_1 212, and2_1 816, clkbuf_1 255, dfrtp_1 2515
fa_1 1919, ha_1 1000, inv_1 2137, mux2_2 204
nand2_1 726, nor2_1 282, nor2b_1 61, o21a_1 146
o21ai_0 108, xnor2_1 375
## flip-flops by register name, indices dropped and copies added (netlist names), 18 cells and up
name and cells:
filter2.pe_5.oPsum 19, delay2.oData_ 432, filter5.pe_5.oPsum 19, filter2.pe_4.oPsum 18, filter1.pe_4.oPsum 18, in_data.kernel 200, filter5.pe_4.oPsum 18, filter4.pe_5.oPsum 19
delay3.oData_ 432, filter3.pe_5.oPsum 19, delay_ctrl2.oData_ 133, delay4.oData_ 432, filter1.pe_5.oPsum 19, filter3.pe_4.oPsum 18, filter4.pe_4.oPsum 18, delay1.oData_ 432
## kinds of logic after synthesis
kind of cell,after synthesis
simple gates,2145
buf+inv,2437
fa+ha+maj,2919
xor+xnor,435
flops,2515
mux,209
compound gates,681
## worst reg2reg max path: stages (launching register included)
cell and delay, ns:
dfrtp_4 0.76, buf_12 0.46, buf_4 0.65, buf_4 0.58, and2_1 0.56, inv_1 0.19
fa_1 0.52, inv_1 0.06, fa_1 0.48, fa_1 0.57, fa_1 0.44, fa_1 0.46
ha_1 0.35, o21a_1 0.20, o31a_1 0.12, o211ai_1 0.22, a21oi_1 0.11, a2111oi_2 0.38
a21oi_1 0.14, xnor2_1 0.15
## worst min-delay path by stage
| stage | slack, ns | endpoint |
|---|---|---|
| CTS | 0.26 | delay2.oData_[17][0] |
| global route | 0.25 | delay2.oData_[14][7] |
| finish | 0.26 | delay2.oData_[17][0] |
## cell type report
class	instances	area [sq um]	share of cell area (%)
multi-input combinational	6389	72400	44.7
sequential	2515	63000	38.9
inverter	2151	8070	4.99
tap	6400	8010	4.95
clock buffer	370	7760	4.80
clock inverter	112	1330	0.821
timing repair buffer	130	1260	0.781
antenna	13	32.5	0.0201
## routing by layer
metal | global-route usage [%] | part of all wire [%] | vias to the layer above
met5 | 0.220 | 0.053 | -
met2 | 18.7 | 44 | 1751
met1 | 17.8 | 42 | 38300
met4 | 2.89 | 2.8 | 2
li1 | - | - | 34500
met3 | 6.28 | 11 | 390
